## config.mk

```make
export PLATFORM = sky130hd
export DESIGN_NAME = count6
export DESIGN_NICKNAME = count6
export VERILOG_FILES = /design/flow/design.v
export SDC_FILE = /design/flow/constraint.sdc
export NUM_CORES = 4
export LEC_CHECK = 1
export CORE_AREA = 10 10 70 70
export DIE_AREA = 0 0 80 80
```

## design.v

```verilog
module count6(dout3,clk,rst);
input clk,rst;
output [2:0]dout3;
reg [2:0]dout3;
always @(negedge clk)
begin
	if(rst)
		dout3<=3'b000;
	else if(dout3<=3'b101)
		dout3<=dout3+3'b001;
	else if(dout3>3'b101)
		dout3<=3'b000;
end
endmodule
module count10(dout4,key1,rst);
input key1,rst;
output [3:0]dout4;
reg [3:0]dout4;
always @(negedge key1)
begin
	if(rst)
		dout4<=4'b0000;
	else if(dout4<=1001)
		dout4<=dout4+4'b0001;
	else if(dout4>1001)
		dout4<=4'b0000;
end
endmodule
module decoder47(s,d);
input [3:0]d;
output [0:6]s;
reg [0:6]s;
always @(d)
begin
case(d)
	4'b0000: s=7'b1111110;
	4'b0001: s=7'b0110000;
	4'b0010: s=7'b1101101;
	4'b0011: s=7'b1111001;
	4'b0100: s=7'b0110011;
	4'b0101: s=7'b1011011;
	4'b0110: s=7'b1011111;
	4'b0111: s=7'b1110000;
	4'b1000: s=7'b1111111;
	4'b1001: s=7'b1111011;
endcase
end
endmodule
`timescale 1ns/1ns;
module lab4;
reg clk,key1,rst;
reg [3:0]d;
wire [2:0]dout3;
wire [3:0]dout4;
wire [0:6]s;
count6 c6(dout3,clk,rst);
count10 c10(dout4,key1,rst);
decoder47 d47(s,dout4);
endmodule
```

## constraint.sdc

```tcl
current_design count6

set clk_period 1.0
set clk_io_pct 0.2

create_clock -name clk0 -period $clk_period [get_ports {clk}]

set non_clock_inputs [all_inputs -no_clocks]
set_input_delay [expr $clk_period * $clk_io_pct] -clock clk0 $non_clock_inputs
set_output_delay [expr $clk_period * $clk_io_pct] -clock clk0 [all_outputs]
```

## run.sh

```bash
#!/bin/bash
# OpenROAD 26Q1-2900-gdf79404cd8, Yosys 0.63+post, stock flow scripts
make -C /OpenROAD-flow-scripts/flow DESIGN_CONFIG=/design/flow/config.mk WORK_HOME=/design/flow/orfs finish
```

==> deck_impl_summary.md <==
Implementation Results

Status
  – Outcome: finished with violations
  – Failing checks: setup timing

Placement
  – Final HPWL DP: 306 um
  – Port Buffer Count: 4
  – Final GP Congestion: roughly 0.65

Finish
  – Fillers: 396
  – Top logic cells by instance count in the layout: 5 x buf_4, 4 x inv_1
  – Most used logic cell in the final layout: buf_4
  – Layout cell share with drive strength beyond 1: between 80% and 90%
  – Number of flip-flops in the largest register: 3
  – Biggest regs: dout3: 3 flops
  – Biggest register: dout3
  – Core Util, Final: about 11%
  – Area delta synth->final: 177%

Timing
  – Hold Vio Cnt, Final: 0
  – Worst slew margin: between 80% and 90%
  – Hold_ws: roughly 0.53 ns
  – Final Setup Violations: 6
  – Max-slew violation count: 0
  – Tightest Pin Transition: 0.178 ns
  – Final Worst Setup Slack: -0.436 ns
  – Clk_skew: 0.00769 ns
  – RSZ-0062 raised after global routing: yes

Power
  – Power Total: approximately 570 uW
  – Cell Pwr Density: roughly 1500 nW/um^2
  – Worst VDD drop: about 0.26 mV
  – Leak: 0.000153 uW

Global route
  – Antenna violations before repair: 0
  – GR Util All Layers: about 2.1%
  – Vias in the first global route: 220
  – First-pass GRT wire length: 966 um
  – Final global-route overflow total: 0
  – Pin count of the biggest net entering global routing: 5

Clocking
  – Clk ins delay skew pair: 0.31 ns
  – Clock buffer depth: 2
  – CTS root buf: clkbuf_4
  – CTS clk-pin slew, worst paths: 0.04 ns
  – CTS H-Tree Depth: 1
  – CTS tree: yes
  – Clock Sinks: 3
  – Total CTS buffers: 3
  – Hold-fix buffers at CTS: 0

Drt
  – Post-Route WL: 552 um
  – DRT antenna net count: 0
  – DR vias: 177
  – Drt wl/cell: 7.26 um
  – ANT cells: 0
  – Starting DRT DRC Count: 18
  – DRC errors left: 0
  – Drt pass-1 iters: 4
  – Via/cell ratio: roughly 2.3

Logic synthesis
  – Syn_area_per_cell: 10.5 um^2
  – Post-Syn Area: 136 um^2
  – Cells after synthesis: 13
  – Cell taking the most area after synthesis: dfxtp_1
  – Synth warn: 1
  – Biggest area cells: dfxtp_1 44%, ha_1 18%, a211oi_1 17%
  – Yosys reg bits: 3
  – Yosys cell types: 7
  – Yosys stat cell total: 13
  – Chip Area, Yosys: around 140 um^2
  – Seq/Total Area, Yosys: 44.0%
  – Top-area cell share: 44.0%

Setup path
  – Startpoint Class: flip-flop
  – Slowest-stage cell, CP: dfxtp_2
  – Crit path max-delay family: flip-flops
  – Critical Path Sink Type: primary output
  – Crit path DAT: between 1 and 1.5 ns
  – Worst path bufs/invs: 1
  – Worst-path fanout max: 2
  – Crit path largest cell delay: 0.32 ns
  – Critical path class: flip-flop to primary output
  – Crit-path cells: buf_2
  – WP data required: 0.80 ns

Floorplan
  – Ports: 5
  – DIE AREA: 6400 um^2
  – Core Rows: 21
  – Die Y: 80 um
  – Initial Util: around 4%
  – Core area: 3420 um^2
  – Die W: 80 um

Flow run
  – Max-cap viol count: 0
  – Tool Warnings: 32

Min path
  – Hold Path Class: flip-flop to flip-flop
what timing repair did:
action / in CTS / in global routing
pin swaps: 4 / 1
buffers inserted: 4 / 1
endpoints found under the setup margin: 6 / 6
gates resized: 24 / 4
per-layer routing:
layer	vias up	GRT usage, %	share of wire [%]
met5	-	0	0
met4	0	1.23	3.8
li1	80	-	-
met3	4	2.95	20
met2	10	2.33	35
met1	83	1.79	41
metrics by stage:
step           TNS [ns]  cell area [um^2]  instances  setup slack (ns)
2_1_floorplan   -0.0314               140         13           -0.0169
3_3_place_gp      -2.84               268         67            -0.494
3_5_place_dp      -2.96               268         67            -0.556
4_1_cts           -1.50               357         76            -0.438
5_1_grt           -1.83               378         76            -0.475
6_report          -1.60               378         76            -0.436
synth_stat cells (all sizes together):
master  count
ha          2
inv         2
xnor2       1
or2         1
nor2b       1
dfxtp       3
a211oi      3
area by class of cell:
| cell class | count | area (um^2) | share of cell area, % |
|---|---|---|---|
| Multi-Input combinational cell | 8 | 126 | 33.4 |
| Timing Repair Buffer | 11 | 86.3 | 22.8 |
| Sequential cell | 3 | 63.8 | 16.9 |
| Tap cell | 46 | 57.6 | 15.2 |
| Clock buffer | 3 | 22.5 | 5.96 |
| Clock inverter | 4 | 15.0 | 3.97 |
| Inverter | 1 | 6.26 | 1.66 |
final timing paths:
kind             from        to  slack, ns  cells after the start
min reg2reg  dout3[0]  dout3[0]       0.53                      2
max          dout3[1]  dout3[1]      -0.44                      1
min          dout3[0]  dout3[0]       0.53                      2
max reg2reg  dout3[1]  dout3[2]      -0.15                      5
cells by family (layout without fill, tap and decap cells):
kind of cell | Yosys count | count (layout) | share of synthesized area (%)
AOI/OAI and AO/OA | 3 | 3 | 16.5
DFF | 3 | 3 | 44.0
adders and majority gates | 2 | 2 | 18.3
and+or+nand+nor | 2 | 2 | 9.18
buffers and inverters | 2 | 19 | 5.51
xor gates and xnor gates | 1 | 1 | 6.42
power breakdown:
group | total (uW) | internal (uW) | switching, uW
Sequential | 141 | 134 | 6.55
Combinational | 146 | 86.7 | 59.3
Clock | 279 | 158 | 122
Total | 566 | 379 | 188
Power figures rest on the tool's default switching activity, not on a simulated workload.
