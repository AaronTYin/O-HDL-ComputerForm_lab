<file path="design/flow/config.mk">
export PLATFORM = sky130hd
export DESIGN_NAME = alutask
export DESIGN_NICKNAME = alutask
export VERILOG_FILES = /design/flow/design.v
export SDC_FILE = /design/flow/constraint.sdc
export NUM_CORES = 4
export LEC_CHECK = 1
export CORE_AREA = 10 10 70 70
export DIE_AREA = 0 0 80 80
</file>
<file path="design/flow/design.v">
module alutask(out,code,a,b);
  input [1:0] code;
  input [3:0] a,b;
  output [3:0] out;
  reg [3:0] out;
  task alu;
    input [3:0] code;
    input [3:0] a,b;
    output [3:0] out;
    integer i;
    begin
    case(code)
      2'b00:begin
            for(i=0;i<4;i=i+1)
              out[i]=a[i]&b[i];
            end
      2'b01:out=a|b;
      2'b10:out=a-b;
      2'b11:out=a+b;
    endcase
    end
  endtask
  always@(code or a or b)
    alu(code,a,b,out);
endmodule
module alusim;
  reg [1:0] code;
  reg [3:0] a,b;
  wire [3:0] out;
  initial 
  begin
    a=4'b1011;
    b=4'b0110;
  end
  initial 
    $monitor($time,"a=%b,b=%b, ,code=%b,out=%b",a,b,code,out);
  alutask at1(out,code,a,b);
  initial
  begin
    code=2'b00;
    #5 code=2'b01;
    #5 code=2'b10;
    #5 code=2'b11;
  end
endmodule
</file>
<file path="design/flow/run.sh">
#!/bin/bash
# OpenROAD 26Q1-2900-gdf79404cd8, Yosys 0.63+post, stock flow scripts
make -C /OpenROAD-flow-scripts/flow DESIGN_CONFIG=/design/flow/config.mk WORK_HOME=/design/flow/orfs finish
</file>
<file path="design/flow/constraint.sdc">
current_design alutask

set clk_period 2.5
set clk_io_pct 0.2

create_clock -name clk0 -period $clk_period

set non_clock_inputs [all_inputs -no_clocks]
set_input_delay [expr $clk_period * $clk_io_pct] -clock clk0 $non_clock_inputs
set_output_delay [expr $clk_period * $clk_io_pct] -clock clk0 [all_outputs]
</file>
==> reports/qor.json <==
{
  "pwr": {
    "power.clock.fraction_pct": 0,
    "power.static_leakage_nw": 0.3535,
    "int_pwr_uw": 66.99,
    "switching_share_pct": 41.61,
    "power_frac_comb_pct": 100.0,
    "switchingPower_uw": 47.74,
    "power-per-cell-area_nw_per_um2": 152.1,
    "vdd_ir_drop_max_mv": 0.02245,
    "sequentialPowerShare_pct": 0
  },
  "routing": {
    "post_drt_wl_per_cell_um": 8.696,
    "drc": 0,
    "drt_wl_total_um": 1087,
    "antenna_violating_nets_post_route": 0,
    "diodes": 0,
    "viasPerCell": 3.432,
    "vias": 429,
    "drt_first_iter_violations": 18,
    "drt-pass1-iter-count": 2
  },
  "synth": {
    "synth-seq-area-share_pct": 0,
    "synth.most_common_cell": "sky130_fd_sc_hd__inv_1",
    "yosys-stat-cells": 50,
    "top_cell_area_share_pct": 35.26,
    "post_synth_inst_count": 50,
    "yosysUniqueCellTypes": 16,
    "synthDominantAreaCellType": "sky130_fd_sc_hd__ha_1",
    "yosysWarnings": 1,
    "yosys-stat-area_um2": 390.4,
    "area_leaders": "sky130_fd_sc_hd__ha_1 (35%), sky130_fd_sc_hd__inv_1 (13%), sky130_fd_sc_hd__fa_1 (10%), sky130_fd_sc_hd__mux4_1 (6.7%), sky130_fd_sc_hd__mux2i_1 (5.1%)",
    "synthTopCellsByCount": "sky130_fd_sc_hd__inv_1 (13), sky130_fd_sc_hd__ha_1 (11), sky130_fd_sc_hd__nand2_1 (5), sky130_fd_sc_hd__nor2_1 (4), sky130_fd_sc_hd__o21ai_0 (4)",
    "synth.avg_cell_area_um2": 7.807,
    "synth.cell_area_um2": 390.4
  },
  "setup_path": {
    "critical_path_peak_fanout": 2,
    "critical_path.startpoint_type": "primary input",
    "worst_ep_arrival_time_ns": 1.91,
    "critical_path_required_ns": 2.00,
    "critPathKind": "in -> out",
    "setup.worst_path.end_class": "output pin"
  },
  "final_layout": {
    "num-clock-buffers": 0,
    "final.fill_count": 373,
    "numSequentialCells": 0,
    "sequential_cell_area_um2": 0,
    "final_util_pct": 22.09,
    "drive_gt1_share_pct": 53.16,
    "areaGrowthSynthToFinish_pct": 93.27,
    "finalInstanceArea_um2": 754.5
  },
  "die": {
    "coreArea_um2": 3416,
    "dieHeight_um": 80,
    "floorplan.die_area_um2": 6400,
    "std_cell_rows": 21,
    "count_of_boundary_i_o_pins": 14,
    "floorplan.initialDensity_pct": 11.43,
    "die_width_um": 80
  },
  "sta": {
    "hold_violation_total_from_the_final_report": 0,
    "slew_violations": 0,
    "max_freq_mhz": 414.3,
    "rsz0062_at_grt": "yes",
    "finalClockPeriodUsage_pct": 96.56,
    "timing.final.setup_violations": 0,
    "worst-slew-pin-transition_ns": 0.2279,
    "slew_headroom_pct": 84.68,
    "finalWorstPathRequiredPeriod_ns": 2.414
  },
  "global_route": {
    "grt_start_max_net_pins": 7,
    "first_global_vias": 439,
    "grt_first_pass_wirelength_um": 1787,
    "grt.overflow.total": 0,
    "antenna_found_initial": 0,
    "grtUsageTotal_pct": 3.268
  },
  "outcome": {
    "outcome": "finished clean"
  },
  "placed_design": {
    "gp_congestion": 0.7548,
    "dpl-instance-area_um2": 666.9,
    "dp.final_hpwl_um": 870.4,
    "number_of_buffers_inserted_by_port_buffering": 14
  },
  "job": {
    "warning_count": 40,
    "cap_viol_max_count": 0
  },
  "min_path": {
    "hold_class": "in -> out"
  }
}
==> critical path: stages <==
cell	delay (ns)
sky130_fd_sc_hd__buf_2	0.10
sky130_fd_sc_hd__inv_2	0.04
sky130_fd_sc_hd__buf_4	0.12
sky130_fd_sc_hd__buf_4	0.12
sky130_fd_sc_hd__buf_4	0.12
sky130_fd_sc_hd__ha_1	0.19
sky130_fd_sc_hd__nand2_1	0.06
sky130_fd_sc_hd__o21ai_0	0.07
sky130_fd_sc_hd__o21ai_1	0.13
sky130_fd_sc_hd__clkdlybuf4s50_1	0.48
==> power by group through the flow <==
stage / registers [mW] / clock network [mW] / logic (mW)
4_1_cts: 0 / 0 / 0.116
5_1_grt: 0 / 0 / 0.130
6_report: 0 / 0 / 0.115
==> worst paths after layout <==
check / startpoint / to / slack, ns / cells after the start
max: a[0] / out[0] / 0.09 / 10
min: b[2] / out[2] / 1.53 / 5
==> per-layer routing <==
| layer | up-vias | global-route usage [%] | share of wire, % | routed length [um] |
|---|---|---|---|---|
| met2 | 5 | 6.661 | 57 | 621 |
| met5 | - | 0 | 0 | 0 |
| met1 | 204 | 3.533 | 37 | 403 |
| met3 | 0 | 0.5682 | 5.7 | 62 |
| met4 | 0 | 0 | 0 | 0 |
| li1 | 220 | - | - | - |
==> final cells by class <==
cell class	count	area [um^2]	share of cell area, %
Inverter	13	51.30	6.799
Multi-Input combinational cell	36	414.1	54.89
Tap cell	46	57.56	7.629
Timing Repair Buffer	30	231.5	30.68
==> layout by cell type, fill, tap and decap left out, types with 2 or more instances in the layout <==
cell type                         count
sky130_fd_sc_hd__buf_2                5
sky130_fd_sc_hd__fa_1                 2
sky130_fd_sc_hd__nand2_1              5
sky130_fd_sc_hd__ha_2                 3
sky130_fd_sc_hd__ha_4                 5
sky130_fd_sc_hd__ha_1                 3
sky130_fd_sc_hd__o21ai_0              3
sky130_fd_sc_hd__buf_6                4
sky130_fd_sc_hd__clkdlybuf4s50_1      2
sky130_fd_sc_hd__dlygate4sd2_1        3
sky130_fd_sc_hd__buf_4               14
sky130_fd_sc_hd__nor2_1               3
sky130_fd_sc_hd__mux2i_1              2
sky130_fd_sc_hd__inv_2                4
sky130_fd_sc_hd__inv_1                8
sky130_fd_sc_hd__clkbuf_2             2
==> cells by family (layout without fill, tap and decap cells) <==
family          Yosys count  in the layout  share of synthesized area [%]
fa+ha+maj                13             13                          45.51
buf+inv                  14             43                          15.39
simple gates             11             11                          12.18
compound gates            8              8                          12.82
mux                       3              3                          11.86
xor+xnor                  1              1                          2.244
==> through the flow <==
step,setup WS (ns),TNS (ns),std cells,total power [mW],hold WS [ns]
after floorplan,0.3088,0,50,0.04281,1.035
after detailed placement,-0.6633,-2.044,121,0.1032,2.155
after CTS,0.01407,0,125,0.1159,1.601
final,0.08602,0,125,0.1147,1.531
after global routing,-0.01993,-0.01993,125,0.1296,1.641
after global placement,-0.6362,-2.009,121,0.1014,2.159
==> timing repair <==
| action | 4_1_cts | 5_1_grt |
|---|---|---|
| resized | 58 | 5 |
| hold buffers | 0 | 0 |
| cloned | 0 | 0 |
| buffers inserted | 4 | 0 |
| endpoints found under the setup margin | 4 | 3 |
| pin swaps | 11 | 4 |
| hold endpoints to repair | 0 | 0 |
Power and IR drop assume default switching activity.
